==> ./design.v <==
module jtag_ctrl (
  input tck,
  input jtag_rst_n,
  input tms,
  input tdi,
  output logic tdo,
  output logic enable_tdo,
  input ready,
  input [15:0] rdata,
  output logic sel,
  output logic we,
  output logic [7:0] addr,
  output logic [15:0] wdata
  );
  enum logic [3:0] {
    EXIT2_DR = 4'h0,
    EXIT1_DR = 4'h1,
    SHIFT_DR = 4'h2,
    PAUSE_DR = 4'h3,
    SELECT_IR_SCAN = 4'h4,
    UPDATE_DR = 4'h5,
    CAPTURE_DR = 4'h6,
    SELECT_DR_SCAN = 4'h7,
    EXIT2_IR = 4'h8,
    EXIT1_IR = 4'h9,
    SHIFT_IR = 4'ha,
    PAUSE_IR = 4'hb,
    RUN_TEST_IDLE = 4'hc,
    UPDATE_IR = 4'hd,
    CAPTURE_IR = 4'he,
    TEST_LOGIC_RESET = 4'hf
  } jtag_state, jtag_next_state;
  localparam [3:0] BYPASS   = 4'b1111;
  localparam [3:0] SET_ADDR = 4'b1110;
  localparam [3:0] SET_DATA = 4'b1100;
  localparam [1:0] BUSY = 2'b01;
  localparam [1:0] OKAY = 2'b10;
  localparam [1:0] READ = 2'b01;
  localparam [1:0] WRITE= 2'b10;
  logic tck_n;
  logic cdr_state;
  logic sdr_state;
  logic udr_state;
  logic cir_state;
  logic sir_state;
  logic uir_state;
  logic [3:0] shift_ir_reg;
  logic [3:0] ir_reg;
  logic inst_setAddr;
  logic inst_setData;
  logic [17:0] shift_dr_reg;
  logic [17:0] dr_reg_in;
  logic [15:0] rdata_reg;
  logic [7:0] addr_reg;
  logic [15:0] wdata_reg;
  logic read_process;
  logic dr_tdo;
  logic read_en;
  logic write_en;
  logic sel_en;
  logic set_sel;
  logic clr_sel;
  logic mem_ctrl_idle;
  logic rising_ready;
  logic capture_rdata;
  logic shift_ir;
  logic shift_dr;
  logic [2:0] ready_sync;
  assign tck_n = ~tck;
  always_ff @ (posedge tck, negedge jtag_rst_n) begin
    if (!jtag_rst_n)
      jtag_state <= TEST_LOGIC_RESET;
    else
      jtag_state <= jtag_next_state;
  end
  always_comb begin
    unique case (jtag_state[3:0])
      TEST_LOGIC_RESET: jtag_next_state = tms? jtag_state: RUN_TEST_IDLE;
      RUN_TEST_IDLE: jtag_next_state = tms? SELECT_DR_SCAN: jtag_state;
      SELECT_DR_SCAN: jtag_next_state = tms? SELECT_IR_SCAN: CAPTURE_DR;
      CAPTURE_DR: jtag_next_state = tms? EXIT1_DR: SHIFT_DR;
      SHIFT_DR: jtag_next_state = tms? EXIT1_DR: jtag_state;
      EXIT1_DR: jtag_next_state = tms? UPDATE_DR: PAUSE_DR;
      PAUSE_DR: jtag_next_state = tms? EXIT2_DR: jtag_state;
      EXIT2_DR: jtag_next_state = tms? UPDATE_DR: SHIFT_DR;
      UPDATE_DR: jtag_next_state = tms? SELECT_DR_SCAN: RUN_TEST_IDLE;
      SELECT_IR_SCAN: jtag_next_state = tms? TEST_LOGIC_RESET: CAPTURE_IR;
      CAPTURE_IR: jtag_next_state = tms? EXIT1_IR: SHIFT_IR;
      SHIFT_IR: jtag_next_state = tms? EXIT1_IR: jtag_state;
      EXIT1_IR: jtag_next_state = tms? UPDATE_IR: PAUSE_IR;
      PAUSE_IR: jtag_next_state = tms? EXIT2_IR: jtag_state;
      EXIT2_IR: jtag_next_state = tms? UPDATE_IR: SHIFT_IR;
      UPDATE_IR: jtag_next_state = tms? SELECT_DR_SCAN: RUN_TEST_IDLE;
      default: jtag_next_state = jtag_state;
    endcase
  end
  assign cdr_state = (jtag_state == CAPTURE_DR);
  assign sdr_state = (jtag_state == SHIFT_DR);
  assign udr_state = (jtag_state == UPDATE_DR);
  assign cir_state = (jtag_state == CAPTURE_IR);
  assign sir_state = (jtag_state == SHIFT_IR);
  assign uir_state = (jtag_state == UPDATE_IR);
  assign select_ir = jtag_state[3];
  always_ff @ (posedge tck_n, negedge jtag_rst_n) begin
    if (!jtag_rst_n)
      enable_tdo <= 1'b0;
    else
      enable_tdo <= sdr_state | sir_state;
  end
  always_ff @ (posedge tck_n, negedge jtag_rst_n) begin
    if (!jtag_rst_n)
      shift_ir <= 1'b0;
    else
      shift_ir <= sir_state;
  end
  assign capture_ir = cir_state;
  assign update_ir = uir_state;
  always_ff @ (posedge tck_n, negedge jtag_rst_n) begin
    if (!jtag_rst_n)
      shift_dr <= 1'b0;
    else
      shift_dr <= sdr_state;
  end
  assign capture_dr = cdr_state;
  assign update_dr = udr_state;
  always_ff @ (posedge tck) begin
    if (shift_ir)
      shift_ir_reg[3:0] <= {tdi, shift_ir_reg[3:1]};
    else if (capture_ir)
      shift_ir_reg[3:0] <= 4'b0101;
  end
  always_ff @ (posedge tck, negedge jtag_rst_n) begin
    if (!jtag_rst_n)
      ir_reg[3:0] <= BYPASS;
    else if (update_ir)
      ir_reg[3:0] <= shift_ir_reg[3:0];
  end
  assign inst_setAddr = (ir_reg[3:0] == SET_ADDR);
  assign inst_setData = (ir_reg[3:0] == SET_DATA);
  always_ff @ (posedge tck) begin
    if (shift_dr)
      shift_dr_reg[17:0] <= {tdi, shift_dr_reg[17:1]};
    else if (capture_dr)
      shift_dr_reg[17:0] <= dr_reg_in[17:0];
  end
  always_comb begin
    if (inst_setAddr)
      dr_reg_in[17:0] = {addr_reg[7:0], 10'd0};
    else if (inst_setData) begin
      if (mem_ctrl_idle) begin
        if (read_process)
          dr_reg_in[17:0] = {rdata_reg[15:0], OKAY};
        else
          dr_reg_in[17:0] = {wdata[15:0], OKAY};
      end
      else begin
        if (read_process)
          dr_reg_in[17:0] = {rdata_reg[15:0], BUSY};
        else
          dr_reg_in[17:0] = {wdata[15:0], BUSY};
      end
    end
    else
      dr_reg_in[17:0] = 18'd0;
  end
  always_ff @ (posedge tck, negedge jtag_rst_n) begin
    if (!jtag_rst_n)
      rdata_reg[15:0] <= 16'd0;
    else if (inst_setData & read_process & capture_rdata)
      rdata_reg[15:0] <= rdata[15:0];
  end
  always_ff @ (posedge tck) begin
    if (!jtag_rst_n)
      addr_reg[7:0] <= 8'd0;
    else if (inst_setAddr & update_dr)
      addr_reg[7:0] <= shift_dr_reg[17:10];
  end
  always_ff @ (posedge tck, negedge jtag_rst_n) begin
    if (!jtag_rst_n)
      wdata_reg[15:0] <= 16'd0;
    else if (write_en & update_dr)
      wdata_reg[15:0] <= shift_dr_reg[17:2];
  end
  always_ff @ (posedge tck, negedge jtag_rst_n) begin
    if (!jtag_rst_n)
      read_process <= 1'b0;
    else if (update_dr)
      read_process <= read_en;
  end
  always_ff @ (posedge tck_n) begin
    if (select_ir)
      tdo <= shift_ir_reg[0];
    else
      tdo <= dr_tdo;
  end
  always_comb begin
    unique case (ir_reg[3:0])
      BYPASS: dr_tdo = shift_dr_reg[17];
      SET_ADDR: dr_tdo = shift_dr_reg[10];
      default: dr_tdo = shift_dr_reg[0];
    endcase
  end
  assign addr[7:0]   = addr_reg[7:0];
  assign wdata[15:0] = wdata_reg[15:0];
  assign read_en  = inst_setData & (shift_dr_reg[1:0] == READ);
  assign write_en = inst_setData & (shift_dr_reg[1:0] == WRITE);
  assign sel_en   = (read_en | write_en) & mem_ctrl_idle;
  assign set_sel = sel_en & ~sel & update_dr;
  assign clr_sel = rising_ready & sel;
  always_ff @ (posedge tck, negedge jtag_rst_n) begin
    if (!jtag_rst_n)
      sel <= 1'b0;
    else if (set_sel)
      sel <= 1'b1;
    else if (clr_sel)
      sel <= 1'b0;
  end
  always_ff @ (posedge tck, negedge jtag_rst_n) begin
    if (!jtag_rst_n)
      we <= 1'b0;
    else if (set_sel)
      we <= write_en;
  end
  always_ff @ (posedge tck, negedge jtag_rst_n) begin
    if (!jtag_rst_n)
      ready_sync[2:0] <= 3'b111;
    else
      ready_sync[2:0] <= {ready_sync[1:0], ready};
  end
  assign mem_ctrl_idle = ready_sync[2];
  assign rising_ready = ~ready_sync[2] & ready_sync[1];
  assign capture_rdata = rising_ready;
endmodule : jtag_ctrl
==> ./run.sh <==
#!/bin/bash
# OpenROAD 26Q1-2900-gdf79404cd8, Yosys 0.63+post, stock flow scripts
make -C /OpenROAD-flow-scripts/flow DESIGN_CONFIG=/design/flow/config.mk WORK_HOME=/design/flow/orfs finish
==> ./config.mk <==
export PLATFORM = sky130hd
export DESIGN_NAME = jtag_ctrl
export DESIGN_NICKNAME = jtag_ctrl
export VERILOG_FILES = /design/flow/design.v
export SDC_FILE = /design/flow/constraint.sdc
export NUM_CORES = 4
export LEC_CHECK = 1
export CORE_UTILIZATION = 50
==> ./constraint.sdc <==
current_design jtag_ctrl

set clk_period 3.9
set clk_io_pct 0.2

create_clock -name clk0 -period $clk_period [get_ports {tck}]

set non_clock_inputs [all_inputs -no_clocks]
set_input_delay [expr $clk_period * $clk_io_pct] -clock clk0 $non_clock_inputs
set_output_delay [expr $clk_period * $clk_io_pct] -clock clk0 [all_outputs]
==> run_results.csv <==
group,metric,value,unit
cts,cts_resized,1,
route,wl_per_cell,15.71,um
job,maxCapViolations,0,
synth,synth-seq-cells,80,
place,dp_cells,408,
critical_path,critPathSlowestCell,"clkdlybuf4s50_1",
route,ant_nets,0,
synth,ys_cells,274,
power_and_ir_drop,power_density,564.5,nW/um2
synth,edf_count,22,
timing,max_slew_margin,58.95,%
critical_path,cp.arrival,3.07,ns
final_layout,largest_register_ffs,19,
timing,rsz0062_at_grt,"no",
global_routing,track_usage,20.44,%
global_routing,grt_max_degree,37,
critical_path,path_max_fanout,1,
route,dr.pass1.iters,4,
global_routing,antenna_found_initial,0,
global_routing,gr-total-overflow,0,
timing,drv_slew,0,
cts,insertion_delay,0.38,ns
route,via_per_inst,5.325,
synth,ys_warn_count,6,
timing,setup_tns,0,ns
synth,async_reset_ff_share,61.25,%
cts,clock_sink_count,80,
die,die_area,7387,um2
status,status,"completed",
critical_path,worst-path-buf-inv,1,
cts,h-tree-depth,3,
place,pre_cts_ws,0.3411,ns
place,gp_congestion,0.7974,
cts,ctsHoldBuffers,0,
cts,root_buffer,"clkbuf_8",
critical_path,crit_chain,"clkdlybuf4s50_1",
die,die_w,85.95,um
global_routing,first_global_vias,2147,
critical_path,cp.required,3.12,ns
final_layout,fillCellCount,543,
die,core,6794,um2
cts,tritoncts.num_buffers,9,
power_and_ir_drop,leakage,1.784,nW
final_layout,final-instance-count-excl-fill,424,
global_routing,grt_pass1_wl,11.00,mm
cts,cts_tree,"built",
cts,clockBufferDepth,2,
job,openroad.warnings,27,
synth,ff_type,"dfrtp_1",
route,drc,0,
timing,tightest_slew,0.6123,ns
route,drtIter0Drc,74,
route,diodes,0,
place,portBuffers,48,
die,initCoreUtil,51.86,%
critical_path,startpoint_type,"register",
cts,post_cts_buffers,0,
timing,finalSetupViolCount,0,
power_and_ir_drop,ir_drop,394.3,uV
synth,ys_types,39,
synth,syn-cell-area,3523,um2
final_layout,final_cell_mix,"mux2_2, clkdlybuf4s50_1, dfrtp_1, nand2_1, edfxtp_1",
cts,path_clk_slew,0.07,ns
final_layout,area_growth,23.12,%
place,dp_hpwl,4.274,mm
synth,ys_seq_share,59.06,%
critical_path,crit_type,"register to primary output",
die,rows,30,
final_layout,drive_gt1_share,25.61,%
timing,hold_viol_final,0,
synth,syn_inst,274,
die,fp.dieH,85.95,um
worst_hold_path,hold_path.class,"register to register",
route,vias,2258,
synth,ys_area,3523,um2
timing,setup_ws,0.04742,ns
die,ioPinCount,49,
critical_path,max_stage_delay,0.45,ns
route,finalWirelength,6.659,mm
critical_path,worstSetupEndpointType,"primary output",
critical_path,crit_family,"buffers and inverters",
timing,clock-skew-final,0.04063,ns
synth,syn_avg_cell_area,12.86,um2
where the power goes:
part / internal [W] / switching (W) / total [W]
Sequential: 0.00107 / 0.000130 / 0.00120
Combinational: 0.000237 / 0.000229 / 0.000466
Clock: 0.000489 / 0.000294 / 0.000784
Total: 0.00180 / 0.000653 / 0.00245
cell families (layout without fill, tap and decap cells):
logic type             after synthesis  count (layout)  synth area share, %
flip-flops                          80              80                59.06
buffers and inverters               33              87                4.332
AND/OR/NAND/NOR                     55              55                8.736
multiplexers                        63              63                19.53
AND-OR/OR-AND                       43              43                8.346
Yosys cell counts, types with 4 or more instances:
| master | count | area, um2 |
|---|---|---|
| nor2b_1 | 4 | 25.02 |
| o31ai_1 | 10 | 75.07 |
| mux2i_1 | 17 | 170.2 |
| a21oi_1 | 8 | 40.04 |
| o21ai_0 | 8 | 40.04 |
| clkbuf_1 | 7 | 26.28 |
| dfstp_2 | 11 | 289.0 |
| nand2_1 | 32 | 120.1 |
| and2_1 | 4 | 25.02 |
| dfrtp_1 | 35 | 875.8 |
| buf_2 | 5 | 25.02 |
| inv_1 | 17 | 63.81 |
| edfxtp_1 | 22 | 660.6 |
| mux2_2 | 46 | 518.0 |
| dfxtp_1 | 9 | 180.2 |
| a221oi_1 | 8 | 70.07 |
per-layer routing:
layer	wire length (um)	global-route usage (%)
met1	3301	36.48
met2	2986	29.65
met3	259	3.223
met4	112	2.576
met5	0	0
final cells by class:
class | instances | area [um2] | area share [%]
Sequential cell | 80 | 2081 | 47.97
Multi-Input combinational cell | 161 | 1295 | 29.85
Timing Repair Buffer | 54 | 519.2 | 11.97
Clock inverter | 7 | 135.1 | 3.115
Clock buffer | 10 | 127.6 | 2.942
Tap cell | 96 | 120.1 | 2.769
Inverter | 16 | 60.06 | 1.384
worst reg2reg max path: stages (launching register included):
cell and delay, ns:
dfstp_2 0.58, nand2b_1 0.26, nor2_1 0.09, and2_1 0.16
final timing paths:
check	startpoint	endpoint	slack (ns)	cells after the start
setup / recovery	tdo	tdo	0.05	1
hold / removal	ready_sync[0]	ready_sync[1]	0.36	0
max in group asynchronous	jtag_rst_n	shift_dr	1.33	1
setup reg to reg	jtag_state[0]	shift_ir	0.72	3
min in group asynchronous	jtag_rst_n	wdata_reg[2]	0.37	1
hold reg to reg	ready_sync[0]	ready_sync[1]	0.36	0
stage by stage:
step	hold slack (ns)	total power [W]	instance area [um2]	utilization [%]
4_1_cts	0.3600	0.002468	4338	63.85
3_3_place_gp	0.3468	0.001682	4080	60.06
3_5_place_dp	0.3485	0.001686	4080	60.06
5_1_grt	0.3659	0.002575	4338	63.85
6_report	0.3581	0.002449	4338	63.85
2_1_floorplan	0.3452	0.001494	3523	-
Power is estimated from default activity; no workload was simulated.

==> constraint.sdc <==
current_design mem_ctrl

set clk_period 4.1
set clk_io_pct 0.2

create_clock -name clk0 -period $clk_period [get_ports {clk}]

set non_clock_inputs [all_inputs -no_clocks]
set_input_delay [expr $clk_period * $clk_io_pct] -clock clk0 $non_clock_inputs
set_output_delay [expr $clk_period * $clk_io_pct] -clock clk0 [all_outputs]
==> design.v <==
module mem_ctrl (
  input clk,
  input sys_rst_n,
  input sel,
  input we,
  input [7:0] addr,
  input [15:0] wdata,
  output logic ready,
  output logic [15:0] rdata,
  input [15:0] mem_rdata,
  output logic mem_sel,
  output logic mem_we,
  output logic [7:0] mem_addr,
  output logic [15:0] mem_wdata
  );
  enum logic {
    MEM_IDLE = 1'b0,
    MEM_ACCESS = 1'b1
  } mem_state, mem_next_state;
  localparam [15:0] ACC_DELAY = 16'd15;
  logic [2:0] sel_sync;
  logic rising_sel;
  logic idle_state;
  logic acc_state;
  logic acc_complete;
  logic [15:0] acc_counter;
  always_ff @ (posedge clk, negedge sys_rst_n) begin
    if (!sys_rst_n)
      sel_sync[2:0] <= 3'b000;
    else
      sel_sync[2:0] <= {sel_sync[1:0], sel};
  end
  assign rising_sel = ~sel_sync[2] & sel_sync[1];
  always_ff @ (posedge clk, negedge sys_rst_n) begin
    if (!sys_rst_n)
      mem_state <= MEM_IDLE;
    else if (mem_state == MEM_IDLE) begin
      if (rising_sel)
        mem_state <= MEM_ACCESS;
    end
    else begin
      if (acc_complete)
        mem_state <= MEM_IDLE;
    end
  end
  assign idle_state = (mem_state == MEM_IDLE);
  assign acc_state  = (mem_state == MEM_ACCESS);
  always_ff @ (posedge clk, negedge sys_rst_n) begin
    if (!sys_rst_n)
      acc_counter[15:0] <= 16'd0;
    else if (acc_state)
      acc_counter[15:0] <= acc_counter[15:0] + 16'd1;
    else
      acc_counter[15:0] <= 16'd0;
  end
  assign acc_complete = (acc_counter[15:0] == ACC_DELAY);
  always_ff @ (posedge clk) begin
    if (rising_sel) begin
      mem_we <= we;
      mem_addr[7:0] <= addr[7:0];
      mem_wdata[15:0] <= wdata[15:0];
    end
  end
  assign mem_sel = acc_state;
  assign ready   = idle_state;
  always_ff @ (posedge clk) begin
    if (acc_complete & !mem_we)
      rdata[15:0] <= mem_rdata[15:0];
  end
endmodule : mem_ctrl
==> config.mk <==
export PLATFORM = sky130hd
export DESIGN_NAME = mem_ctrl
export DESIGN_NICKNAME = mem_ctrl
export VERILOG_FILES = /design/flow/design.v
export SDC_FILE = /design/flow/constraint.sdc
export NUM_CORES = 4
export LEC_CHECK = 1
export CORE_UTILIZATION = 40
==> run.sh <==
#!/bin/bash
# OpenROAD 26Q1-2900-gdf79404cd8, Yosys 0.63+post, stock flow scripts
make -C /OpenROAD-flow-scripts/flow DESIGN_CONFIG=/design/flow/config.mk WORK_HOME=/design/flow/orfs finish
==> flow_metrics.py <==
# Metrics from the implementation run
metrics = {
    "placement": {
        "placed_area_sq_mm": 0.00314,
        "numPortBuffers": 86,
        "post-place-ws_ns": 1.92,
        "place_hpwl_um": 3050,
        "globalplace.congestion": 0.861,
        "placed_cells": 288,
    },
    "run": {
        "cap_viol_max_count": 0,
        "warning_count": 25,
    },
    "detailed_routing": {
        "diodes": 0,
        "antenna_left": 0,
        "wl_per_cell_um": 14.3,
        "wirelength_um": 4340,
        "drt_iter0_markers": 41,
        "drc_errors": 0,
        "drt_first_pass_iters": 4,
        "routed-via-count": 1465,
        "via_per_inst": 4.82,
    },
    "power": {
        "combPwrFrac_pct": 14.1,
        "swShare_pct": 23.3,
        "seqPwrFrac_pct": 52.7,
        "p_leak_nw": 1.22,
        "clkPwrFrac_pct": 33.2,
        "p_switching_uw": 337,
        "powerDensity_mw_per_mm2": 436,
        "intPower_mw": 1.11,
        "ir_drop_mv": 0.302,
    },
    "die": {
        "die_area_sq_mm": 0.00574,
        "fp-row-count": 26,
        "die_w_um": 75.7,
        "fp_util_pct": 42.0,
        "core_sq_mm": 0.00517,
        "die_y_um": 75.7,
        "pin_count": 87,
    },
    "setup_path": {
        "worstPathMaxFanout": 13,
        "crit_type": "register to output port",
        "regToRegSetupSlack_ns": 2.46,
        "cp-end-kind": "output port",
        "crit_cells": 2,
        "critPathMaxStageDelay_ns": 0.54,
        "reg2reg_depth": 4,
        "cp_cell_sequence": "inv_1 > clkdlybuf4s50_1",
        "worstReg2RegEnd": "acc_counter[12]",
        "cp.arrival_ns": 1.72,
        "r2r_start": "acc_counter[0]",
        "crit_family": "buffers and inverters",
        "crit_path_start_kind": "register",
        "required_ns": 3.28,
        "crit_path_top_delay_cell": "clkdlybuf4s50_1",
        "worst-path-buf-inv": 2,
    },
    "final_timing": {
        "fin_crit_ns": 2.54,
        "skew_ns": 0.00505,
        "rsz0062_at_grt": "false",
        "final_hold_viol_count": 0,
        "max_freq_ghz": 0.394,
        "drv_slew": 0,
        "worst_slack_ns": 1.56,
        "finalSetupTns_ns": 0,
        "max-slew-margin-rel_pct": 72.6,
        "finalSetupViolCount": 0,
        "finalCritPeriodShare_pct": 61.9,
        "worst_pin_slew_ns": 0.411,
    },
    "yosys": {
        "ys_cells": 131,
        "syn_avg_cell_area_sq_um": 16.6,
        "ys.warnings.count": 1,
        "synthTopCellsByArea": "edfxtp_1 57%, dfrtp_1 23%, nor4_1 2.0%",
        "synth-seq-cells": 61,
        "largest_area_cell": "edfxtp_1",
        "yosys_area_sq_mm": 0.00217,
        "netlist_area_sq_mm": 0.00217,
        "yosys.area.top_type_share_pct": 56.6,
        "syn_inst": 131,
        "ys_seq_share_pct": 79.6,
        "synth_cell_type_count": 26,
    },
    "layout": {
        "postLayoutCellArea_sq_mm": 0.00332,
        "regArea_sq_mm": 0.00173,
        "final_cell_mix": "86 x clkdlybuf4s50_1, 41 x edfxtp_1, 20 x dfrtp_1, 9 x clkbuf_8, 8 x nand2_1",
        "nFillCells": 356,
        "synthToLayoutAreaGrowth_pct": 52.6,
        "post-route-util_pct": 64.2,
        "final_cells": 304,
        "layout_top_cell": "clkdlybuf4s50_1",
        "drive_gt1_share_pct": 8.55,
        "logic_area_sq_um": 423,
    },
    "min_path": {
        "min_from": "sel_sync[0]",
        "holdPathStages": 0,
        "holdPathEnd": "sel_sync[1]",
        "timing.hold.worst.class": "register to register",
    },
    "clock_network": {
        "cts_hold_buf": 0,
        "cts_tree": "built",
        "cts-root-buf": "clkbuf_8",
        "htreeDepth": 3,
        "cts_max_path_buffers": 2,
        "cts-resized-gates": 0,
        "cts_buffers": 9,
        "cts_setup_buffers": 0,
        "path_clk_slew_ns": 0.06,
        "clkSinkCount": 61,
        "insertion_delay_ns": 0.32,
    },
    "global_route": {
        "grt_pass1_vias": 1286,
        "grt_use_total_pct": 16.2,
        "grt_max_degree": 26,
        "gr-total-overflow": 0,
        "antenna_found_initial": 0,
        "grt_pass1_wl_um": 6510,
    },
    "status": {
        "outcome": "finished, final reports clean",
    },
}
## area by class of cell
| class | count | area share (%) |
|---|---|---|
| inverter | 4 | 0.452 |
| clock buffer | 13 | 4.19 |
| multi-input combinational | 64 | 12.7 |
| timing repair buffer | 89 | 26.6 |
| clock inverter | 3 | 1.17 |
| tap | 70 | 2.64 |
| sequential | 61 | 52.2 |
## Yosys cell counts
library cell,instances
nand2_1,8
or4_1,4
nand2b_1,3
edfxtp_1,41
o21ai_0,3
nor4_1,7
ha_1,1
o31ai_1,4
or3_1,1
dfrtp_1,20
mux2_2,1
nand4_2,1
nand4_4,1
clkbuf_1,2
nand4_1,2
nor2b_1,1
a21oi_1,7
xnor2_1,1
or3_2,2
nand4b_1,1
nor2_1,5
nand3_1,4
and2_1,1
mux2i_1,4
inv_1,4
xor2_1,2
## logic make-up (layout without fill, tap and decap cells)
logic type      count (synthesis)  count (layout)  synth area share (%)
buf+inv                         6             109                  1.04
mux                             5               5                  2.36
simple gates                   41              41                  11.5
fa+ha+maj                       1               1                 0.575
xor+xnor                        3               3                  1.21
flops                          61              61                  79.6
compound gates                 14              14                  3.68
## worst register-to-register path, stage by stage, from the launching register on
cell and delay, ns:
dfrtp_1 0.37, ha_1 0.23, nand4_2 0.23, or4_1 0.55, a21oi_1 0.18
## worst max-delay path by stage
stage	start	to	slack, ns
4_1_cts	mem_state	ready	1.56
5_1_grt	mem_state	ready	1.47
6_report	mem_state	ready	1.56
## state kept, by name, indices dropped and copies added (netlist names)
register / count
rdata: 16
mem_we: 1
acc_counter: 16
mem_addr: 8
sel_sync: 3
mem_wdata: 16
mem_state: 1
## routing by layer
metal,vias up,GRT usage (%),share of wire [%]
met5,-,0,0
met4,0,4.12,2.2
met3,9,4.16,8.6
met2,76,23.4,45
met1,687,26.8,44
li1,693,-,-
## per-stage QoR
stage / hold slack, ns / total power [mW]
after floorplan: 0.331 / 0.860
after detailed placement: 0.341 / 0.977
final: 0.359 / 1.45
after global placement: 0.343 / 0.975
after global routing: 0.365 / 1.51
after CTS: 0.362 / 1.46
## power by group through the flow
stage / Combinational (mW) / Clock, mW / Sequential, mW
after CTS: 0.206 / 0.493 / 0.762
after global routing: 0.226 / 0.516 / 0.770
final: 0.204 / 0.481 / 0.762
No activity file was given, so power comes from the tool's default toggle rates.
